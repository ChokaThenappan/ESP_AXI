===== design.v =====
package ariane_soc;
    localparam IdWidth = 4;
    localparam IdWidthSlave = IdWidth;
endpackage
interface REG_BUS #(
  parameter int ADDR_WIDTH = -1,
  parameter int DATA_WIDTH = -1
)(
  input logic clk_i
);
  logic [ADDR_WIDTH-1:0]   addr;
  logic                    write;  
  logic [DATA_WIDTH-1:0]   rdata;
  logic [DATA_WIDTH-1:0]   wdata;
  logic [DATA_WIDTH/8-1:0] wstrb;  
  logic                    error;  
  logic                    valid;
  logic                    ready;
  modport in  (input  addr, write, wdata, wstrb, valid, output rdata, error, ready);
  modport out (output addr, write, wdata, wstrb, valid, input  rdata, error, ready);
endinterface
package reg_intf;
    typedef struct packed {
        logic [31:0] addr;
        logic        write;
        logic [31:0] wdata;
        logic [3:0]  wstrb;
        logic        valid;
    } reg_intf_req_a32_d32;
    typedef struct packed {
        logic [31:0] addr;
        logic        write;
        logic [63:0] wdata;
        logic [7:0]  wstrb;
        logic        valid;
    } reg_intf_req_a32_d64;
    typedef struct packed {
        logic [31:0] rdata;
        logic        error;
        logic        ready;
    } reg_intf_resp_d32;
    typedef struct packed {
        logic [63:0] rdata;
        logic        error;
        logic        ready;
    } reg_intf_resp_d64;
endpackage
package rv_plic_reg_pkg;
typedef struct packed {
  struct packed {
    struct packed {
      logic q;
    } le0;
    struct packed {
      logic q;
    } le1;
    struct packed {
      logic q;
    } le2;
    struct packed {
      logic q;
    } le3;
    struct packed {
      logic q;
    } le4;
    struct packed {
      logic q;
    } le5;
    struct packed {
      logic q;
    } le6;
    struct packed {
      logic q;
    } le7;
    struct packed {
      logic q;
    } le8;
    struct packed {
      logic q;
    } le9;
    struct packed {
      logic q;
    } le10;
    struct packed {
      logic q;
    } le11;
    struct packed {
      logic q;
    } le12;
    struct packed {
      logic q;
    } le13;
    struct packed {
      logic q;
    } le14;
    struct packed {
      logic q;
    } le15;
    struct packed {
      logic q;
    } le16;
    struct packed {
      logic q;
    } le17;
    struct packed {
      logic q;
    } le18;
    struct packed {
      logic q;
    } le19;
    struct packed {
      logic q;
    } le20;
    struct packed {
      logic q;
    } le21;
    struct packed {
      logic q;
    } le22;
    struct packed {
      logic q;
    } le23;
    struct packed {
      logic q;
    } le24;
    struct packed {
      logic q;
    } le25;
    struct packed {
      logic q;
    } le26;
    struct packed {
      logic q;
    } le27;
    struct packed {
      logic q;
    } le28;
    struct packed {
      logic q;
    } le29;
    struct packed {
      logic q;
    } le30;
    struct packed {
      logic q;
    } le31;
  } le;
  struct packed {
    logic [2:0] q;
  } prio0;
  struct packed {
    logic [2:0] q;
  } prio1;
  struct packed {
    logic [2:0] q;
  } prio2;
  struct packed {
    logic [2:0] q;
  } prio3;
  struct packed {
    logic [2:0] q;
  } prio4;
  struct packed {
    logic [2:0] q;
  } prio5;
  struct packed {
    logic [2:0] q;
  } prio6;
  struct packed {
    logic [2:0] q;
  } prio7;
  struct packed {
    logic [2:0] q;
  } prio8;
  struct packed {
    logic [2:0] q;
  } prio9;
  struct packed {
    logic [2:0] q;
  } prio10;
  struct packed {
    logic [2:0] q;
  } prio11;
  struct packed {
    logic [2:0] q;
  } prio12;
  struct packed {
    logic [2:0] q;
  } prio13;
  struct packed {
    logic [2:0] q;
  } prio14;
  struct packed {
    logic [2:0] q;
  } prio15;
  struct packed {
    logic [2:0] q;
  } prio16;
  struct packed {
    logic [2:0] q;
  } prio17;
  struct packed {
    logic [2:0] q;
  } prio18;
  struct packed {
    logic [2:0] q;
  } prio19;
  struct packed {
    logic [2:0] q;
  } prio20;
  struct packed {
    logic [2:0] q;
  } prio21;
  struct packed {
    logic [2:0] q;
  } prio22;
  struct packed {
    logic [2:0] q;
  } prio23;
  struct packed {
    logic [2:0] q;
  } prio24;
  struct packed {
    logic [2:0] q;
  } prio25;
  struct packed {
    logic [2:0] q;
  } prio26;
  struct packed {
    logic [2:0] q;
  } prio27;
  struct packed {
    logic [2:0] q;
  } prio28;
  struct packed {
    logic [2:0] q;
  } prio29;
  struct packed {
    logic [2:0] q;
  } prio30;
  struct packed {
    logic [2:0] q;
  } prio31;
  struct packed {
    struct packed {
      logic q;
    } e0;
    struct packed {
      logic q;
    } e1;
    struct packed {
      logic q;
    } e2;
    struct packed {
      logic q;
    } e3;
    struct packed {
      logic q;
    } e4;
    struct packed {
      logic q;
    } e5;
    struct packed {
      logic q;
    } e6;
    struct packed {
      logic q;
    } e7;
    struct packed {
      logic q;
    } e8;
    struct packed {
      logic q;
    } e9;
    struct packed {
      logic q;
    } e10;
    struct packed {
      logic q;
    } e11;
    struct packed {
      logic q;
    } e12;
    struct packed {
      logic q;
    } e13;
    struct packed {
      logic q;
    } e14;
    struct packed {
      logic q;
    } e15;
    struct packed {
      logic q;
    } e16;
    struct packed {
      logic q;
    } e17;
    struct packed {
      logic q;
    } e18;
    struct packed {
      logic q;
    } e19;
    struct packed {
      logic q;
    } e20;
    struct packed {
      logic q;
    } e21;
    struct packed {
      logic q;
    } e22;
    struct packed {
      logic q;
    } e23;
    struct packed {
      logic q;
    } e24;
    struct packed {
      logic q;
    } e25;
    struct packed {
      logic q;
    } e26;
    struct packed {
      logic q;
    } e27;
    struct packed {
      logic q;
    } e28;
    struct packed {
      logic q;
    } e29;
    struct packed {
      logic q;
    } e30;
    struct packed {
      logic q;
    } e31;
  } ie0;
  struct packed {
    logic [2:0] q;
  } threshold0;
  struct packed {
    logic [5:0] q;
    logic qe;
    logic re;
  } cc0;
} rv_plic_reg2hw_t;
typedef struct packed {
  struct packed {
    struct packed {
      logic d;
      logic de;
    } p0;
    struct packed {
      logic d;
      logic de;
    } p1;
    struct packed {
      logic d;
      logic de;
    } p2;
    struct packed {
      logic d;
      logic de;
    } p3;
    struct packed {
      logic d;
      logic de;
    } p4;
    struct packed {
      logic d;
      logic de;
    } p5;
    struct packed {
      logic d;
      logic de;
    } p6;
    struct packed {
      logic d;
      logic de;
    } p7;
    struct packed {
      logic d;
      logic de;
    } p8;
    struct packed {
      logic d;
      logic de;
    } p9;
    struct packed {
      logic d;
      logic de;
    } p10;
    struct packed {
      logic d;
      logic de;
    } p11;
    struct packed {
      logic d;
      logic de;
    } p12;
    struct packed {
      logic d;
      logic de;
    } p13;
    struct packed {
      logic d;
      logic de;
    } p14;
    struct packed {
      logic d;
      logic de;
    } p15;
    struct packed {
      logic d;
      logic de;
    } p16;
    struct packed {
      logic d;
      logic de;
    } p17;
    struct packed {
      logic d;
      logic de;
    } p18;
    struct packed {
      logic d;
      logic de;
    } p19;
    struct packed {
      logic d;
      logic de;
    } p20;
    struct packed {
      logic d;
      logic de;
    } p21;
    struct packed {
      logic d;
      logic de;
    } p22;
    struct packed {
      logic d;
      logic de;
    } p23;
    struct packed {
      logic d;
      logic de;
    } p24;
    struct packed {
      logic d;
      logic de;
    } p25;
    struct packed {
      logic d;
      logic de;
    } p26;
    struct packed {
      logic d;
      logic de;
    } p27;
    struct packed {
      logic d;
      logic de;
    } p28;
    struct packed {
      logic d;
      logic de;
    } p29;
    struct packed {
      logic d;
      logic de;
    } p30;
    struct packed {
      logic d;
      logic de;
    } p31;
  } ip;
  struct packed {
    logic [5:0] d;
  } cc0;
} rv_plic_hw2reg_t;
  parameter RV_PLIC_IP_OFFSET = 9'h 0;
  parameter RV_PLIC_LE_OFFSET = 9'h 4;
  parameter RV_PLIC_PRIO0_OFFSET = 9'h 8;
  parameter RV_PLIC_PRIO1_OFFSET = 9'h c;
  parameter RV_PLIC_PRIO2_OFFSET = 9'h 10;
  parameter RV_PLIC_PRIO3_OFFSET = 9'h 14;
  parameter RV_PLIC_PRIO4_OFFSET = 9'h 18;
  parameter RV_PLIC_PRIO5_OFFSET = 9'h 1c;
  parameter RV_PLIC_PRIO6_OFFSET = 9'h 20;
  parameter RV_PLIC_PRIO7_OFFSET = 9'h 24;
  parameter RV_PLIC_PRIO8_OFFSET = 9'h 28;
  parameter RV_PLIC_PRIO9_OFFSET = 9'h 2c;
  parameter RV_PLIC_PRIO10_OFFSET = 9'h 30;
  parameter RV_PLIC_PRIO11_OFFSET = 9'h 34;
  parameter RV_PLIC_PRIO12_OFFSET = 9'h 38;
  parameter RV_PLIC_PRIO13_OFFSET = 9'h 3c;
  parameter RV_PLIC_PRIO14_OFFSET = 9'h 40;
  parameter RV_PLIC_PRIO15_OFFSET = 9'h 44;
  parameter RV_PLIC_PRIO16_OFFSET = 9'h 48;
  parameter RV_PLIC_PRIO17_OFFSET = 9'h 4c;
  parameter RV_PLIC_PRIO18_OFFSET = 9'h 50;
  parameter RV_PLIC_PRIO19_OFFSET = 9'h 54;
  parameter RV_PLIC_PRIO20_OFFSET = 9'h 58;
  parameter RV_PLIC_PRIO21_OFFSET = 9'h 5c;
  parameter RV_PLIC_PRIO22_OFFSET = 9'h 60;
  parameter RV_PLIC_PRIO23_OFFSET = 9'h 64;
  parameter RV_PLIC_PRIO24_OFFSET = 9'h 68;
  parameter RV_PLIC_PRIO25_OFFSET = 9'h 6c;
  parameter RV_PLIC_PRIO26_OFFSET = 9'h 70;
  parameter RV_PLIC_PRIO27_OFFSET = 9'h 74;
  parameter RV_PLIC_PRIO28_OFFSET = 9'h 78;
  parameter RV_PLIC_PRIO29_OFFSET = 9'h 7c;
  parameter RV_PLIC_PRIO30_OFFSET = 9'h 80;
  parameter RV_PLIC_PRIO31_OFFSET = 9'h 84;
  parameter RV_PLIC_IE0_OFFSET = 9'h 88;
  parameter RV_PLIC_THRESHOLD0_OFFSET = 9'h 8c;
  parameter RV_PLIC_CC0_OFFSET = 9'h 90;
endpackage
package top_pkg;
localparam TL_AW=32;
localparam TL_DW=32;
localparam TL_AIW=8;     
localparam TL_DIW=1;     
localparam TL_AUW=16;    
localparam TL_DUW=16;    
localparam TL_DBW=(TL_DW>>3);
localparam TL_SZW=$clog2($clog2(TL_DBW)+1);
endpackage
module esplink
  #(
    parameter APB_DW = 32,
    parameter APB_AW = 32,
    parameter REV_ENDIAN = 0
    )
   (
    input logic 		clk,
    input logic 		rstn,
    output logic 		srst,
    input logic 		psel,
    input logic 		penable,
    input logic 		pwrite,
    input logic [APB_AW - 1:0] 	paddr,
    input logic [APB_DW - 1:0] 	pwdata,
    output logic 		pready,
    output logic 		pslverr,
    output logic [APB_DW - 1:0] prdata
    );
   localparam C_REG_ID          = 0;
   localparam C_SRST_BIT        = 0;
   localparam C_REG_MASK        = 32'h1;
   localparam S_REG_ID          = 1;
   localparam S_SRST_BIT        = 0;  
   localparam NREG = S_REG_ID + 1;
   localparam APB_BYTE_OFFSET_BITS      = $clog2(APB_DW / 8);
   localparam OFFSET_MAX                = (NREG - 1) << APB_BYTE_OFFSET_BITS;
   localparam APB_ADDR_MSB              = $clog2(NREG) + APB_BYTE_OFFSET_BITS - 1;
   localparam APB_ADDR_LSB              = APB_BYTE_OFFSET_BITS;
   logic [APB_DW - 1 : 0] 	       bankreg[NREG - 1 : 0];
   logic [APB_ADDR_MSB : APB_ADDR_LSB] selected;
   logic                               do_access;
   logic                               access_error;
   logic                               do_write;
   logic [APB_DW - 1:0] 	       pwdata_rev;
   logic [APB_DW - 1:0] 	       prdata_rev;
   logic 			       timer_en;
   logic [11:0]  		       timestamp;
   genvar 			       i;
   assign selected      = paddr[APB_ADDR_MSB : APB_ADDR_LSB];
   assign do_access     = psel & penable;
   assign access_error  = 0;
   assign do_write      = do_access & ~access_error & pwrite;
   assign do_cmd        = do_write == 1'b1 && selected == C_REG_ID ? 1'b1 : 1'b0;
   generate
      for (i = 0; i < APB_DW / 8; i ++) begin : fix_endian
	 assign pwdata_rev[(i + 1) * 8 - 1 : i * 8] = REV_ENDIAN == 0 ? pwdata[(i + 1) * 8 - 1 : i * 8] : pwdata[APB_DW - i * 8 - 1 : APB_DW - (i + 1) * 8];
	 assign prdata[(i + 1) * 8 - 1 : i * 8] = REV_ENDIAN == 0 ? prdata_rev[(i + 1) * 8 - 1 : i * 8] : prdata_rev[APB_DW - i * 8 - 1 : APB_DW - (i + 1) * 8];
      end
   endgenerate
   assign pslverr = access_error;
   assign prdata_rev = bankreg[selected];
   assign pready = 1'b1;
   assign bankreg[C_REG_ID] = do_cmd == 1'b1 ? pwdata_rev & C_REG_MASK : '0;
   always_ff @(posedge clk) begin : update_s_reg
      if (rstn == 1'b0) begin
	 bankreg[S_REG_ID] <= '0;
      end
      else begin
	 bankreg[S_REG_ID][S_SRST_BIT] <= timer_en;
      end
   end
   assign srst = timer_en;
   always_ff @(posedge clk) begin
      if (rstn == 1'b0) begin
	 timer_en <= 1'b0;
	 timestamp <= '0;
      end
      else begin
	 if (bankreg[C_REG_ID][C_SRST_BIT] == 1'b1)
	   timer_en <= 1'b1;
	 if (timer_en == 1'b1) begin
	    timestamp <= timestamp + 1;
	    if (timestamp == 12'hFFF)
	      timer_en <= 1'b0;
	 end
      end
   end
endmodule

===== run.sh =====
#!/bin/bash
# OpenROAD 26Q1-2900-gdf79404cd8, Yosys 0.63+post, stock flow scripts
make -C /OpenROAD-flow-scripts/flow DESIGN_CONFIG=/design/flow/config.mk WORK_HOME=/design/flow/orfs finish

===== config.mk =====
export PLATFORM = sky130hd
export DESIGN_NAME = esplink
export DESIGN_NICKNAME = esplink
export VERILOG_FILES = /design/flow/design.v
export SDC_FILE = /design/flow/constraint.sdc
export NUM_CORES = 4
export LEC_CHECK = 1
export CORE_AREA = 10 10 71 71
export DIE_AREA = 0 0 81 81

===== constraint.sdc =====
current_design esplink

set clk_period 2.3
set clk_io_pct 0.2

create_clock -name clk0 -period $clk_period [get_ports {clk}]

set non_clock_inputs [all_inputs -no_clocks]
set_input_delay [expr $clk_period * $clk_io_pct] -clock clk0 $non_clock_inputs
set_output_delay [expr $clk_period * $clk_io_pct] -clock clk0 [all_outputs]

==> summary.txt <==
run metrics: Avg Vias per Cell 3.67, WL/cell 9.64 um, peak supply drop 0.140 mV, drt pass-1 iters 4, outcome completed, total CTS buffers 3, Hold Path Class reg -> reg, skew final 1.39 ps, Hold Fails Final Rpt 0, Finish-stage setup viols 0, met3 Use GR 0.00780, maxcap violations 0, RR Startpoint timer_en, met2 usage in global routing 0.0748, Yosys reg bits 14, RSZ-0062 raised after global routing false, Clock Sinks 14, Clock transition at path regs 50 ps, routability cong. 0.772, 1st-iter DRT viols 28, WL final 1.57 mm, R2R cell count 3, register area 280 sq um, R2R Path End timer_en, Hold Startpoint timestamp[11], Chip Area 6560 sq um, Synth Seq Share 0.313, initial antenna violation count 0, htree depth 1, Crit Path Class in -> out, Critical Path Sink prdata[0], Tmin final 2130 ps, Worst Hold Margin 482 ps, vias in the first global route 659, Area growth syn-to-layout 5.45%, Resize count post-CTS 0, f_max 0.470 GHz, yosys cell count 107, fp util 0.247, Syn. warnings 3, Remaining DRCs 0, Post-Synth XOR/XNOR Area 0.0391, Critical Path End Type output port, mux share 0.0335, Top-area cell share 0.313, Logic family by area buffers and inverters, ant diodes 0, Leakage 0.372 nW, Worst EP arrival 1670 ps, setup_tns 0 ps, logic area 458 sq um, Syn Std Cell Area 896 sq um, Worst setup startpoint psel, GR peak layer met2, yosys simple share 0.211, Yosys chip area 896 sq um, AO/OA Area Share 0.0754, # IOs 104, PortBufs 8, post-cts hold-fix buffer tally 0, CP required 1840 ps, Tot GR Track Use 0.0456, pin count of the biggest net entering global routing 12, total core area 3630 sq um, Final Cycle Share 0.925, Avg Synthesized Cell Area 8.37 sq um, Rows 22, CTS tree built, Synth cell types 24, die width 81 um, critical path fanouts, max 2, Root Buffer clkbuf_8, R2R Setup Slk 710 ps, Cell area leaders dfxtp_1 (31%), buf_4 (28%), mux2i_1 (3.4%), Routed Antenna Nets 0, Die H 81 um, Max clock buf depth 2, GRT overflow 0, # fillers 410, PD cells 529 nW/um^2, tool warnings 87, total number of vias 599, dpl hpwl 1.27 mm, post-synthesis cell count 107, Pins Over Slew Limit 0, dominant cell type by area after synthesis dfxtp_1, grt met1 use 0.0609, Late-Pin Clk Latency 240 ps, startpoint types primary input, global-route wire length before repair 2.61 mm, Adder Area Share 0.0140, layout cell share with drive strength beyond 1 0.0522, Post-CTS Setup Repair Bufs 0
==> through the flow <==
stage | setup WS [ps] | utilization | area [sq um] | total power [mW] | std cells
final | 173 | 0.260 | 945 | 0.500 | 163
after global routing | 130 | 0.260 | 945 | 0.523 | 163
after CTS | 147 | 0.260 | 945 | 0.511 | 163
after detailed placement | 150 | 0.245 | 890 | 0.275 | 159
after global placement | 152 | 0.245 | 890 | 0.276 | 159
after floorplan | 892 | - | 1010 | 0.297 | 138
==> worst max-delay path: stages <==
cell and delay, ps:
clkdlybuf4s50_1 460, nand4_1 90, o21ai_0 160, clkdlybuf4s50_1 490
==> cells in the final DEF, fill, tap and decap left out, drive strengths merged <==
| master | instances |
|---|---|
| nand3 | 3 |
| or3 | 2 |
| nand2b | 2 |
| nand2 | 8 |
| o21ai | 4 |
| mux2i | 3 |
| clkbuf | 4 |
| clkdlybuf4s50 | 8 |
| dfxtp | 14 |
| inv | 3 |
| ha | 1 |
| o31ai | 3 |
| nand4 | 5 |
| and3 | 1 |
| xnor2 | 1 |
| conb | 33 |
| xor2 | 3 |
| or4 | 4 |
| nor2 | 6 |
| nor4 | 2 |
| a21oi | 5 |
==> flip-flops by register name (all words and copies together), names as in the netlist <==
register	flops
timestamp	12
bankreg	1
timer_en	1
==> cells by family after synthesis <==
family	count (synthesis)
mux	3
flops	14
fa+ha+maj	1
buf+inv	38
simple gates	33
xor+xnor	4
compound gates	12
other cells	2
==> power breakdown <==
group,total [mW],internal (mW),switching [mW]
registers,0.246,0.244,0.00188
clock network,0.231,0.151,0.0800
logic,0.0229,0.0123,0.0106
total,0.500,0.407,0.0925
==> area by class of cell <==
class	count	share of cell area
Sequential cell	14	0.297
Inverter	3	0.0119
Multi-Input combinational cell	86	0.485
Tap cell	48	0.0636
Timing Repair Buffer	8	0.0848
Clock buffer	4	0.0583
==> Yosys cell counts, drive strengths merged <==
library cell  count
nor2              6
nand3             3
o21ai             4
xnor2             1
inv               3
dfxtp            14
nand2             8
xor2              3
buf              34
or3               2
o31ai             3
nand2b            2
or4               4
ha                1
a21oi             5
nand4             5
clkbuf            1
and3              1
mux2i             3
nor4              2
conb              2
==> layer usage <==
| layer | wire (um) | part of all wire |
|---|---|---|
| met4 | 25 | 0.016 |
| met2 | 665 | 0.42 |
| met5 | 0 | 0 |
| met3 | 81 | 0.052 |
| met1 | 798 | 0.51 |
==> worst min path at each step <==
| stage | depth (start not counted) | to |
|---|---|---|
| after CTS | 2 | timestamp[11] |
| after global routing | 2 | timestamp[11] |
| final | 2 | timestamp[11] |
Power and IR drop assume default switching activity.
