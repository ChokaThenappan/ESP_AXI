[flow/config.mk]
export PLATFORM = sky130hd
export DESIGN_NAME = DUAL_PORT_RBW
export DESIGN_NICKNAME = DUAL_PORT_RBW
export VERILOG_FILES = /design/flow/design.v
export SDC_FILE = /design/flow/constraint.sdc
export NUM_CORES = 4
export LEC_CHECK = 1
export CORE_UTILIZATION = 50
[flow/constraint.sdc]
current_design DUAL_PORT_RBW

set clk_period 4.2
set clk_io_pct 0.2

create_clock -name clk0 -period $clk_period [get_ports {clk}]

set non_clock_inputs [all_inputs -no_clocks]
set_input_delay [expr $clk_period * $clk_io_pct] -clock clk0 $non_clock_inputs
set_output_delay [expr $clk_period * $clk_io_pct] -clock clk0 [all_outputs]
[flow/design.v]
package ariane_soc;
    localparam IdWidth = 4;
    localparam IdWidthSlave = IdWidth;
endpackage
interface REG_BUS #(
  parameter int ADDR_WIDTH = -1,
  parameter int DATA_WIDTH = -1
)(
  input logic clk_i
);
  logic [ADDR_WIDTH-1:0]   addr;
  logic                    write;  
  logic [DATA_WIDTH-1:0]   rdata;
  logic [DATA_WIDTH-1:0]   wdata;
  logic [DATA_WIDTH/8-1:0] wstrb;  
  logic                    error;  
  logic                    valid;
  logic                    ready;
  modport in  (input  addr, write, wdata, wstrb, valid, output rdata, error, ready);
  modport out (output addr, write, wdata, wstrb, valid, input  rdata, error, ready);
endinterface
package reg_intf;
    typedef struct packed {
        logic [31:0] addr;
        logic        write;
        logic [31:0] wdata;
        logic [3:0]  wstrb;
        logic        valid;
    } reg_intf_req_a32_d32;
    typedef struct packed {
        logic [31:0] addr;
        logic        write;
        logic [63:0] wdata;
        logic [7:0]  wstrb;
        logic        valid;
    } reg_intf_req_a32_d64;
    typedef struct packed {
        logic [31:0] rdata;
        logic        error;
        logic        ready;
    } reg_intf_resp_d32;
    typedef struct packed {
        logic [63:0] rdata;
        logic        error;
        logic        ready;
    } reg_intf_resp_d64;
endpackage
package rv_plic_reg_pkg;
typedef struct packed {
  struct packed {
    struct packed {
      logic q;
    } le0;
    struct packed {
      logic q;
    } le1;
    struct packed {
      logic q;
    } le2;
    struct packed {
      logic q;
    } le3;
    struct packed {
      logic q;
    } le4;
    struct packed {
      logic q;
    } le5;
    struct packed {
      logic q;
    } le6;
    struct packed {
      logic q;
    } le7;
    struct packed {
      logic q;
    } le8;
    struct packed {
      logic q;
    } le9;
    struct packed {
      logic q;
    } le10;
    struct packed {
      logic q;
    } le11;
    struct packed {
      logic q;
    } le12;
    struct packed {
      logic q;
    } le13;
    struct packed {
      logic q;
    } le14;
    struct packed {
      logic q;
    } le15;
    struct packed {
      logic q;
    } le16;
    struct packed {
      logic q;
    } le17;
    struct packed {
      logic q;
    } le18;
    struct packed {
      logic q;
    } le19;
    struct packed {
      logic q;
    } le20;
    struct packed {
      logic q;
    } le21;
    struct packed {
      logic q;
    } le22;
    struct packed {
      logic q;
    } le23;
    struct packed {
      logic q;
    } le24;
    struct packed {
      logic q;
    } le25;
    struct packed {
      logic q;
    } le26;
    struct packed {
      logic q;
    } le27;
    struct packed {
      logic q;
    } le28;
    struct packed {
      logic q;
    } le29;
    struct packed {
      logic q;
    } le30;
    struct packed {
      logic q;
    } le31;
  } le;
  struct packed {
    logic [2:0] q;
  } prio0;
  struct packed {
    logic [2:0] q;
  } prio1;
  struct packed {
    logic [2:0] q;
  } prio2;
  struct packed {
    logic [2:0] q;
  } prio3;
  struct packed {
    logic [2:0] q;
  } prio4;
  struct packed {
    logic [2:0] q;
  } prio5;
  struct packed {
    logic [2:0] q;
  } prio6;
  struct packed {
    logic [2:0] q;
  } prio7;
  struct packed {
    logic [2:0] q;
  } prio8;
  struct packed {
    logic [2:0] q;
  } prio9;
  struct packed {
    logic [2:0] q;
  } prio10;
  struct packed {
    logic [2:0] q;
  } prio11;
  struct packed {
    logic [2:0] q;
  } prio12;
  struct packed {
    logic [2:0] q;
  } prio13;
  struct packed {
    logic [2:0] q;
  } prio14;
  struct packed {
    logic [2:0] q;
  } prio15;
  struct packed {
    logic [2:0] q;
  } prio16;
  struct packed {
    logic [2:0] q;
  } prio17;
  struct packed {
    logic [2:0] q;
  } prio18;
  struct packed {
    logic [2:0] q;
  } prio19;
  struct packed {
    logic [2:0] q;
  } prio20;
  struct packed {
    logic [2:0] q;
  } prio21;
  struct packed {
    logic [2:0] q;
  } prio22;
  struct packed {
    logic [2:0] q;
  } prio23;
  struct packed {
    logic [2:0] q;
  } prio24;
  struct packed {
    logic [2:0] q;
  } prio25;
  struct packed {
    logic [2:0] q;
  } prio26;
  struct packed {
    logic [2:0] q;
  } prio27;
  struct packed {
    logic [2:0] q;
  } prio28;
  struct packed {
    logic [2:0] q;
  } prio29;
  struct packed {
    logic [2:0] q;
  } prio30;
  struct packed {
    logic [2:0] q;
  } prio31;
  struct packed {
    struct packed {
      logic q;
    } e0;
    struct packed {
      logic q;
    } e1;
    struct packed {
      logic q;
    } e2;
    struct packed {
      logic q;
    } e3;
    struct packed {
      logic q;
    } e4;
    struct packed {
      logic q;
    } e5;
    struct packed {
      logic q;
    } e6;
    struct packed {
      logic q;
    } e7;
    struct packed {
      logic q;
    } e8;
    struct packed {
      logic q;
    } e9;
    struct packed {
      logic q;
    } e10;
    struct packed {
      logic q;
    } e11;
    struct packed {
      logic q;
    } e12;
    struct packed {
      logic q;
    } e13;
    struct packed {
      logic q;
    } e14;
    struct packed {
      logic q;
    } e15;
    struct packed {
      logic q;
    } e16;
    struct packed {
      logic q;
    } e17;
    struct packed {
      logic q;
    } e18;
    struct packed {
      logic q;
    } e19;
    struct packed {
      logic q;
    } e20;
    struct packed {
      logic q;
    } e21;
    struct packed {
      logic q;
    } e22;
    struct packed {
      logic q;
    } e23;
    struct packed {
      logic q;
    } e24;
    struct packed {
      logic q;
    } e25;
    struct packed {
      logic q;
    } e26;
    struct packed {
      logic q;
    } e27;
    struct packed {
      logic q;
    } e28;
    struct packed {
      logic q;
    } e29;
    struct packed {
      logic q;
    } e30;
    struct packed {
      logic q;
    } e31;
  } ie0;
  struct packed {
    logic [2:0] q;
  } threshold0;
  struct packed {
    logic [5:0] q;
    logic qe;
    logic re;
  } cc0;
} rv_plic_reg2hw_t;
typedef struct packed {
  struct packed {
    struct packed {
      logic d;
      logic de;
    } p0;
    struct packed {
      logic d;
      logic de;
    } p1;
    struct packed {
      logic d;
      logic de;
    } p2;
    struct packed {
      logic d;
      logic de;
    } p3;
    struct packed {
      logic d;
      logic de;
    } p4;
    struct packed {
      logic d;
      logic de;
    } p5;
    struct packed {
      logic d;
      logic de;
    } p6;
    struct packed {
      logic d;
      logic de;
    } p7;
    struct packed {
      logic d;
      logic de;
    } p8;
    struct packed {
      logic d;
      logic de;
    } p9;
    struct packed {
      logic d;
      logic de;
    } p10;
    struct packed {
      logic d;
      logic de;
    } p11;
    struct packed {
      logic d;
      logic de;
    } p12;
    struct packed {
      logic d;
      logic de;
    } p13;
    struct packed {
      logic d;
      logic de;
    } p14;
    struct packed {
      logic d;
      logic de;
    } p15;
    struct packed {
      logic d;
      logic de;
    } p16;
    struct packed {
      logic d;
      logic de;
    } p17;
    struct packed {
      logic d;
      logic de;
    } p18;
    struct packed {
      logic d;
      logic de;
    } p19;
    struct packed {
      logic d;
      logic de;
    } p20;
    struct packed {
      logic d;
      logic de;
    } p21;
    struct packed {
      logic d;
      logic de;
    } p22;
    struct packed {
      logic d;
      logic de;
    } p23;
    struct packed {
      logic d;
      logic de;
    } p24;
    struct packed {
      logic d;
      logic de;
    } p25;
    struct packed {
      logic d;
      logic de;
    } p26;
    struct packed {
      logic d;
      logic de;
    } p27;
    struct packed {
      logic d;
      logic de;
    } p28;
    struct packed {
      logic d;
      logic de;
    } p29;
    struct packed {
      logic d;
      logic de;
    } p30;
    struct packed {
      logic d;
      logic de;
    } p31;
  } ip;
  struct packed {
    logic [5:0] d;
  } cc0;
} rv_plic_hw2reg_t;
  parameter RV_PLIC_IP_OFFSET = 9'h 0;
  parameter RV_PLIC_LE_OFFSET = 9'h 4;
  parameter RV_PLIC_PRIO0_OFFSET = 9'h 8;
  parameter RV_PLIC_PRIO1_OFFSET = 9'h c;
  parameter RV_PLIC_PRIO2_OFFSET = 9'h 10;
  parameter RV_PLIC_PRIO3_OFFSET = 9'h 14;
  parameter RV_PLIC_PRIO4_OFFSET = 9'h 18;
  parameter RV_PLIC_PRIO5_OFFSET = 9'h 1c;
  parameter RV_PLIC_PRIO6_OFFSET = 9'h 20;
  parameter RV_PLIC_PRIO7_OFFSET = 9'h 24;
  parameter RV_PLIC_PRIO8_OFFSET = 9'h 28;
  parameter RV_PLIC_PRIO9_OFFSET = 9'h 2c;
  parameter RV_PLIC_PRIO10_OFFSET = 9'h 30;
  parameter RV_PLIC_PRIO11_OFFSET = 9'h 34;
  parameter RV_PLIC_PRIO12_OFFSET = 9'h 38;
  parameter RV_PLIC_PRIO13_OFFSET = 9'h 3c;
  parameter RV_PLIC_PRIO14_OFFSET = 9'h 40;
  parameter RV_PLIC_PRIO15_OFFSET = 9'h 44;
  parameter RV_PLIC_PRIO16_OFFSET = 9'h 48;
  parameter RV_PLIC_PRIO17_OFFSET = 9'h 4c;
  parameter RV_PLIC_PRIO18_OFFSET = 9'h 50;
  parameter RV_PLIC_PRIO19_OFFSET = 9'h 54;
  parameter RV_PLIC_PRIO20_OFFSET = 9'h 58;
  parameter RV_PLIC_PRIO21_OFFSET = 9'h 5c;
  parameter RV_PLIC_PRIO22_OFFSET = 9'h 60;
  parameter RV_PLIC_PRIO23_OFFSET = 9'h 64;
  parameter RV_PLIC_PRIO24_OFFSET = 9'h 68;
  parameter RV_PLIC_PRIO25_OFFSET = 9'h 6c;
  parameter RV_PLIC_PRIO26_OFFSET = 9'h 70;
  parameter RV_PLIC_PRIO27_OFFSET = 9'h 74;
  parameter RV_PLIC_PRIO28_OFFSET = 9'h 78;
  parameter RV_PLIC_PRIO29_OFFSET = 9'h 7c;
  parameter RV_PLIC_PRIO30_OFFSET = 9'h 80;
  parameter RV_PLIC_PRIO31_OFFSET = 9'h 84;
  parameter RV_PLIC_IE0_OFFSET = 9'h 88;
  parameter RV_PLIC_THRESHOLD0_OFFSET = 9'h 8c;
  parameter RV_PLIC_CC0_OFFSET = 9'h 90;
endpackage
package top_pkg;
localparam TL_AW=32;
localparam TL_DW=32;
localparam TL_AIW=8;     
localparam TL_DIW=1;     
localparam TL_AUW=16;    
localparam TL_DUW=16;    
localparam TL_DBW=(TL_DW>>3);
localparam TL_SZW=$clog2($clog2(TL_DBW)+1);
endpackage
module DUAL_PORT_RBW #(
  parameter AddressSz = 32 ,
  parameter data_width = 8 ,
  parameter Sz = 128
)( clk,clk_en,din,qout,r_adr,w_adr,w_en);
  input  clk;
  input  clk_en;
  input [data_width-1:0] din;
  output [data_width-1:0] qout;
  input [AddressSz-1:0] r_adr;
  input [AddressSz-1:0] w_adr;
  input  w_en;
  (* ram_style = "block" *)
  reg [data_width-1:0] out;
  reg [data_width-1:0] arr [Sz-1:0];
   always @(posedge clk) begin
      if (clk_en) begin
         out <= arr[r_adr];
         if (w_en) begin
            arr[w_adr] <= din;
         end
      end
   end
   assign qout = out;
endmodule
[flow/run.sh]
#!/bin/bash
# OpenROAD 26Q1-2900-gdf79404cd8, Yosys 0.63+post, stock flow scripts
make -C /OpenROAD-flow-scripts/flow DESIGN_CONFIG=/design/flow/config.mk WORK_HOME=/design/flow/orfs finish
==> run_results.csv <==
group,metric,value,unit
status,status,"finished, final reports clean",
power_and_ir_drop,power_density,467,nW/um^2
worst_setup_path,arrival,3.53,ns
sta,setup_tns,0,ns
floorplan,die_width,284,microns
route,antenna_left,0,
yosys,async_flop_share,0,%
worst_setup_path,critPathKind,"primary input to flop",
worst_setup_path,slowest_stage,"mux4_2",
worst_setup_path,slowest_delay,0.57,ns
global_route,grt_max_degree,63,
power_and_ir_drop,switchingPower,4.35,mW
floorplan,fp-row-count,103,
sta,finalSetupViolations,0,
sta,finalClockSkew,0.0150,ns
yosys,netlist_area,39800,sq um
worst_setup_path,start_kind,"primary input",
placement,routabilityCongestion,0.856,
sta,hold_viol,0,
floorplan,coreArea,78900,sq um
global_route,grt-ovfl-total,0,
global_route,met2_usage,36.5,%
clock_network,postCtsSetupRepairBufs,0,
yosys,edf_count,1032,
yosys,ys_seq_share,77.9,%
sta,fin_crit_sh,74.5,%
placement,hpwl,54800,microns
yosys,synth_top_cell_by_area,"edfxtp_1",
layout,final_util,58.1,%
worst_setup_path,required,4.60,ns
power_and_ir_drop,internal_power,17.1,mW
yosys,synth_cells,1633,
sta,worst_pin_slew,0.804,ns
route,post-route-drc-count,0,
worst_setup_path,cp_max_fo,22,
global_route,met3_usage,16.9,%
global_route,grt-busiest-layer,"met1",
power_and_ir_drop,swShare,20.3,%
clock_network,cts_htree_levels,3,
yosys,ys_cells,1633,
sta,rsz0062_at_grt,"false",
yosys,ys_chip_area,39800,sq um
yosys,synthDistinctLibCells,20,
worst_setup_path,end_kind,"flop",
global_route,grt_pass1_wl,131000,microns
clock_network,ctsHoldBuffers,0,
global_route,grt_pass1_vias,19966,
worst_setup_path,cpMostUsedCell,"mux4_2",
floorplan,die-area,80700,sq um
clock_network,clkLatencyLatePin,0.67,ns
power_and_ir_drop,max-vdd-ir-drop,0.384,mV
global_route,antenna_found_initial,7,
run,cap_violations,0,
placement,io_buffers,32,
power_and_ir_drop,pwr-share-comb,5.0,%
floorplan,ioPinCount,83,
clock_network,numCtsBuffers,102,
route,via_per_inst,5.96,
yosys,synth.area.top_cells,"edfxtp_1 (78%), mux4_2 (19%), nor2_1 (1.2%)",
yosys,ys_ff,1032,
clock_network,cts_root_buffer,"clkbuf_16",
route,first_pass_iters,5,
floorplan,initCoreUtil,50.4,%
sta,fmax,0.320,GHz
floorplan,die_y,284,microns
power_and_ir_drop,seq_power_share,53.1,%
min_path,hp-class,"primary input to flop",
clock_network,cts_tree,"done",
yosys,common_cells,"edfxtp_1 (1032), mux4_2 (336), nor2_1 (131), clkbuf_1 (45), buf_1 (16)",
global_route,grtUsageTotal,25.8,%
yosys,top_cell,"edfxtp_1",
yosys,yosysTopAreaCellShare,77.9,%
route,wirelength,88100,microns
global_route,met1_usage,38.5,%
yosys,ff_type,"edfxtp_1",
sta,finalMaxSlewViolations,0,
run,log.warning_count,76,
sta,max-slew-margin-rel,46.2,%
yosys,syn_avg_cell_area,24.4,sq um
worst_setup_path,crit_chain,"buf_8 > buf_12 > buf_12 > mux4_2 > mux4_2 > mux4_2 > mux2_2",
power_and_ir_drop,leakagePower,14.4,nW
route,vias,17848,
layout,area_delta_synth_final,15.3,%
clock_network,clock-sinks,1032,
clock_network,cts_resized,0,
power_and_ir_drop,clkPwrFrac,42.0,%
sta,period_needed,3.13,ns
yosys,yosysWarnings,1,
clock_network,clk_path_buf_depth,3,
route,drt-initial-drc-count,1115,
layout,drive_gt1_share,35.1,%
route,routedWlPerCell,29.4,microns
clock_network,cts.clk_slew.worst_paths,0.06,ns
[cells in the final DEF, fill, tap and decap left out, drive strengths merged, types with 4 or more instances in the layout]
cell type / instances
buf: 192
bufinv: 13
clkbuf: 124
clkdlybuf4s50: 20
clkinv: 41
edfxtp: 1032
inv: 5
mux2: 8
mux4: 336
nand2: 9
nand3: 9
nand3b: 4
nor2: 131
nor2b: 4
[per-layer routing]
metal	vias up	wire, microns
met4	12	2450
li1	7494	-
met2	976	42500
met5	-	70
met1	9225	30200
met3	141	13000
[flip-flops by register name, indices dropped and copies added (netlist names)]
register	cells
out	8
arr	1024
[cells by family (layout without fill, tap and decap cells)]
| logic type | Yosys count | after routing | share of synthesized area (%) |
|---|---|---|---|
| buffers and inverters | 89 | 398 | 1.04 |
| DFF | 1032 | 1032 | 77.9 |
| other | 0 | 1 | 0 |
| muxes | 344 | 344 | 19.3 |
| and+or+nand+nor | 168 | 168 | 1.78 |
[cell type report]
type	instances	area, sq um
antenna	1	2.50
clock buffer	124	2640
clock inverter	61	682
fill	5513	33000
inverter	1	3.75
multi-input combinational	512	8360
sequential	1032	31000
tap	1050	1310
timing repair buffer	212	1860
[final timing paths]
path         slack [ns]             startpoint  cells past startpoint                     to
max                1.07               r_adr[0]                      7       out[5]$_DFFE_PP_
min                0.63                 din[0]                      1  arr[106][0]$_DFFE_PP_
max reg2reg        1.61  arr[103][6]$_DFFE_PP_                      4       out[6]$_DFFE_PP_
min reg2reg        1.34   arr[23][3]$_DFFE_PP_                      4       out[3]$_DFFE_PP_
[power by group through the flow]
| stage | registers, mW | clock network, mW | logic (mW) |
|---|---|---|---|
| global route | 11.4 | 9.58 | 1.14 |
| finish | 11.4 | 8.99 | 1.07 |
| CTS | 11.4 | 9.18 | 1.09 |
[metrics by stage]
stage          std cells  setup slack [ns]  cell area (sq um)  hold WS (ns)  power, mW
2_1_floorplan       1633             0.688              39800         0.939       12.1
3_3_place_gp        2807             0.376              42500          1.30       12.7
3_5_place_dp        2807             0.380              42500          1.32       12.7
4_1_cts             2992              1.07              45800         0.615       21.6
5_1_grt             2993              1.01              45800         0.630       22.1
6_report            2993              1.07              45800         0.627       21.4
[critical path: cells and delay by family]
family / cells / cell delay [ns]
buf+inv: 3 / 0.66
mux: 4 / 1.99
No activity file was given, so power comes from the tool's default toggle rates.
